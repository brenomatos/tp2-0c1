### ./design.v
module multiplicador(var1, var2, wireout);
	input [31:0] var1, var2;
	reg [31:0]armazem_somas;
	wire [31:0] var1_ext;
	output wire [31:0] wireout;
	integer i;
	reg [31:0]out;
	assign var1_ext = var1; 
	always@(*)
		begin
		armazem_somas = var1_ext & {(32){var2[0]}};
		out=armazem_somas;
		for(i=1; i<32; i=i+1) 
			begin
			armazem_somas=(var1_ext<<i) & {32{var2[i]}}; 
			out=out+armazem_somas;
			end
		end
	assign wireout = out;
endmodule
module divisor(var1, var2, wireout);
	input [31:0] var1, var2;
	reg[31:0] out=32'b0;
	output wire[31:0] wireout;
	wire[31:0]var1_ext;
	reg [31:0]dividendo_atual=32'b0;
	assign var1_ext = var1;
	integer i;
	always @(*) 
	begin
	out=32'b0;
	dividendo_atual=32'b0;
		for(i=31;i>=0;i=i-1)
			begin
			dividendo_atual=(dividendo_atual<<1)+(var1_ext[i]);
			if((dividendo_atual)<(var2))  
				begin
				out[0]=0;
				out=out<<1; 
				end
			else 
				begin 
				out[0]=1;
				out=out<<1; 
				dividendo_atual=dividendo_atual-var2;
				end
			end		
	end
	assign wireout=out>>1;
endmodule
module alu(n1,n2,op,res1);
	input [31:0]n1;
	input [31:0]n2;
	input [1:0]op;
	reg[31:0]res;
	wire [31:0]wireout,wireout2;
	output [31:0]res1;
	multiplicador m1(n1,n2,wireout); 
	divisor d1(n1,n2,wireout2);
	always @(*)
	begin
		case(op) 
		 2'b00:res<=n1+n2;
		 2'b01:res<=n1-n2;
		 2'b10:res<=wireout;
		 2'b11:res<=wireout2;
		 endcase
	end
	assign res1=res;
endmodule
module alu_test_my(); 
	reg [31:0]n1,n2;
	wire [31:0]res1;
	reg clk=1;
	reg [1:0]op;
	alu a1(n1,n2,op,res1);
	initial begin
	$dumpfile("test_alu.vcd"); 
	$dumpvars(0,alu_test_my);
	$monitor("n1=%d , n2=%d , op=%d , res=%b \n",n1,n2,op,res1);
	n1= 17 ;n2= 21 ;op= 0 ; 
	#20n1= 55 ;n2= 40 ;op= 1;
	#20n1= 7;n2=12 ;op= 2;
	#20n1=14 ;n2= 3  ;op= 3;
	#20n1= 9999;n2= 1;op= 0;
	#20n1= 1 ;n2= 2;op= 1;
	#20n1=77 ;n2= 11 ;op= 2;
	#20n1= 999;n2=9 ;op= 3;
	end
	always @(*)
		#50 clk=!clk;
endmodule
### ./run.sh
#!/bin/bash
# OpenROAD 26Q1-2900-gdf79404cd8, Yosys 0.63+post, stock flow scripts
make -C /OpenROAD-flow-scripts/flow DESIGN_CONFIG=/design/flow/config.mk WORK_HOME=/design/flow/orfs finish
### ./config.mk
export PLATFORM = sky130hd
export DESIGN_NAME = alu
export DESIGN_NICKNAME = alu
export VERILOG_FILES = /design/flow/design.v
export SDC_FILE = /design/flow/constraint.sdc
export NUM_CORES = 4
export LEC_CHECK = 1
export CORE_UTILIZATION = 50
### ./constraint.sdc
current_design alu

set clk_period 272.3
set clk_io_pct 0.2

create_clock -name clk0 -period $clk_period

set non_clock_inputs [all_inputs -no_clocks]
set_input_delay [expr $clk_period * $clk_io_pct] -clock clk0 $non_clock_inputs
set_output_delay [expr $clk_period * $clk_io_pct] -clock clk0 [all_outputs]
==> results.py <==
# Metrics from the implementation run
metrics = {
    "timing": {
        "worst_slew_pin_slew_ns": 1.36,
        "maxSlewViolCount": 0,
        "slew_headroom": 0.0868,
        "rsz0062_at_grt": "no",
        "tns_ns": 0,
        "fin_crit_ns": 221.75,
        "hold_viol": 0,
        "holdWs_ns": 110.01,
        "finalCritPeriodShare": 0.814,
        "finalSetupViolations": 0,
        "max_freq_ghz": 0.00451,
        "setup_ws_ns": 50.56,
    },
    "layout": {
        "flop_area_um2": 0,
        "post-route-util": 0.533,
        "fillers": 14300,
        "final_cell_mix": "nand2_1 (1350), ha_1 (1174), nor2_1 (917)",
        "n_clock_buffer": 0,
        "combGateArea_um2": 70400,
        "area_delta_synth_final_pct": 5.59,
        "layout-drive-gt1-share": 0.0523,
        "flops": 0,
        "stdcell_count": 12600,
        "lay_top_count": "nand2_1",
    },
    "placed_design": {
        "dpl_worst_slack_ns": 54.14,
        "gp_congestion": 1.13,
        "post-place-cells": 12600,
        "dp_hpwl_um": 263000,
        "port_buffers": 98,
    },
    "setup_path": {
        "slowest_stage": "a21boi_0",
        "endpoint": "res1[0]",
        "cp.arrival_ns": 167.28,
        "critPathKind": "input pin to output pin",
        "end_kind": "output pin",
        "worstSetupStartpointType": "input pin",
        "path_max_fanout": 47,
        "cp-startpoint": "n2[3]",
        "crit_path_max_incr_delay_ns": 1.01,
        "crit_top_cell": "a21oi_1",
        "worstPathRequired_ns": 217.84,
    },
    "route": {
        "wl_um": 332000,
        "drc": 0,
        "drt_iter0_markers": 7861,
        "vias": 81200,
        "wl_per_cell_um": 26.4,
        "ant_nets": 0,
        "viasPerCell": 6.46,
        "dr.pass1.iters": 6,
    },
    "power": {
        "p_sw_mw": 398,
        "p_int_mw": 269,
        "power.leakage_nw": 38.1,
        "vdd_ir_drop_max_uv": 10600,
        "swShare": 0.596,
        "powerDensity_nw_per_um2": 8470,
    },
    "logic_synthesis": {
        "synth_area_per_cell_um2": 7.04,
        "postSynthSeqShare": 0,
        "synth-area-yosys_um2": 74600,
        "syn_area_um2": 74600,
        "synth_top_area_share": 0.197,
        "yosys_warnings": 3,
        "yosysCellCount": 10600,
        "synth_cell_types": 102,
        "top_area_cell": "ha_1",
        "topCellsByArea": "ha_1 (20%), fa_1 (12%), nand2_1 (6.8%)",
        "synthCells": 10600,
    },
    "global_route": {
        "grt_pass1_vias": 76300,
        "grt_max_degree": 49,
        "overflow": 0,
        "grt_usage": 0.441,
        "antenna_found_initial": 17,
        "grt_pass1_wl_um": 489000,
    },
    "die": {
        "die_h_um": 388,
        "die_w_um": 388,
        "fp-utilization": 0.505,
        "core_um2": 148000,
        "io_pins": 98,
        "dieArea_um2": 151000,
        "num_rows": 141,
    },
    "clock_network": {
        "holdBufCountCts": 0,
        "postCtsResizedCells": 0,
        "post_cts_buffers": 0,
    },
    "outcome": {
        "status": "completed",
    },
    "min_path": {
        "worstHoldPathType": "input pin to output pin",
        "min_from": "op[1]",
    },
    "job": {
        "cap_viol_max_count": 0,
        "tool_warnings": 64,
    },
}
==> area by class of cell <==
type,count,share of cell area
multi-input combinational,9463,0.894
timing repair buffer,342,0.0358
antenna,10,0.000318
inverter,821,0.0392
tap,1930,0.0307
==> how the worst min path moves through the flow <==
stage              end  cells after the start
CTS           res1[19]                      6
global route  res1[13]                      5
finish        res1[19]                      6
==> power by group through the flow <==
stage,Sequential (mW),Clock (mW),Combinational [mW]
after CTS,0,0,683
after global routing,0,0,705
==> cells in the mapped netlist, drive strengths merged, types with 42 or more instances <==
master / number
a211o: 53
a211oi: 104
a21boi: 74
a21o: 400
a21oi: 863
a31oi: 157
and2: 67
and3: 95
buf: 66
clkbuf: 265
fa: 445
ha: 1174
inv: 819
mux2: 104
mux2i: 54
nand2: 1351
nand2b: 185
nand3: 197
nand4: 49
nor2: 926
nor2b: 136
nor3: 243
o211ai: 93
o21a: 259
o21ai: 707
o21bai: 93
o22ai: 42
o31ai: 84
or2: 48
or3: 107
xnor2: 544
xor2: 261
==> critical path, delay by kind of cell <==
| family | cells | cell delay, ns |
|---|---|---|
| mux | 7 | 2.74 |
| buf+inv | 43 | 12.14 |
| fa+ha+maj | 31 | 11.47 |
| xor+xnor | 3 | 0.32 |
| simple gates | 79 | 18.55 |
| compound gates | 233 | 67.02 |
==> per-stage QoR <==
step,cell area [um2],power (mW)
after global routing,78700,705
after detailed placement,78700,681
after CTS,78700,683
after global placement,78700,678
final,78800,667
after floorplan,74700,796
==> routing by layer <==
layer,vias to the layer above,wire [um],track usage
met5,-,425,0.0153
met4,22,20500,0.215
met3,836,44100,0.163
met2,4474,131000,0.610
met1,37900,136000,0.605
li1,37900,-,-
==> logic make-up after synthesis <==
logic type | share of synthesized area
and+or+nand+nor | 0.213
AOI/OAI and AO/OA | 0.293
adders and majority gates | 0.316
buffers and inverters | 0.0599
xor gates and xnor gates | 0.0945
muxes | 0.0230
other | 0.0000503
No activity file was given, so power comes from the tool's default toggle rates.
